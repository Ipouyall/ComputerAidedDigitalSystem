[run.sh]
#!/bin/bash
# OpenROAD 26Q1-2900-gdf79404cd8, Yosys 0.63+post, stock flow scripts
make -C /OpenROAD-flow-scripts/flow DESIGN_CONFIG=/design/flow/config.mk WORK_HOME=/design/flow/orfs finish
[config.mk]
export PLATFORM = sky130hd
export DESIGN_NAME = MUX3Dto1
export DESIGN_NICKNAME = MUX3Dto1
export VERILOG_FILES = /design/flow/design.v
export SDC_FILE = /design/flow/constraint.sdc
export NUM_CORES = 4
export LEC_CHECK = 1
export CORE_AREA = 10 10 615 615
export DIE_AREA = 0 0 625 625
[constraint.sdc]
current_design MUX3Dto1

set clk_period 72.9
set clk_io_pct 0.2

create_clock -name clk0 -period $clk_period

set non_clock_inputs [all_inputs -no_clocks]
set_input_delay [expr $clk_period * $clk_io_pct] -clock clk0 $non_clock_inputs
set_output_delay [expr $clk_period * $clk_io_pct] -clock clk0 [all_outputs]
[design.v]
`timescale 1ns/1ns
module MUX3Dto1 #(parameter I_RANGE = 5, parameter J_RANGE = 5, parameter K_RANGE = 64) (
    input [I_RANGE * J_RANGE * K_RANGE - 1:0] mat,
    input [2:0] i, j,
    input [5:0] k,
    output out
);
    assign out = mat[k * I_RANGE * J_RANGE + j * I_RANGE + i];
endmodule
==> results.yml <==
# yosys + openroad results
power:
  intPower_mw: 0.408
  powerDensity_mw_per_mm2: 32.7
  ir_worst_vdd_uv: 32.3
  leakage_nw: 11.3
  switching_share: 0.661
  switching_power_mw: 0.796
routing:
  detail-route-antenna-nets: 0
  drcViolationCount: 0
  drt_first_pass_iters: 4
  drtIter0Drc: 846
  viasPerCell: 2.59
  routed_wl_um: 209000
  via_count: 19613
  wl_per_cell_um: 27.7
cells_and_area:
  nClkBuffers: 0
  layout_top_cells: "1613 x clkdlybuf4s50_1, 409 x mux4_2, 160 x nand2_1, 87 x buf_4, 48 x nand3_1"
  ff_latch_area_um2: 0
  syn_to_final_growth_pct: 156
  combGateArea_mm2: 0.0138
  finalNonFillerCells: 7559
  nFillCells: 42106
  lay_top_count: "clkdlybuf4s50_1"
  layout-drive-gt1-share: 0.198
  nFlopsAndLatches: 0
synthesis:
  ys_types: 68
  topCellsByArea: "mux4_2 64%, nand2_1 4.2%, ha_1 4.1%"
  yosysChipArea_mm2: 0.0144
  yosys.area.top_type: "mux4_2"
  yosys_warnings: 0
  synth_area_mm2: 0.0144
  synth_seq_share: 0
  top_cell_area_share: 0.640
  avgSynthCellArea_um2: 12.4
  yosys_cells: 1161
  netlist_instances: 1161
sta:
  final-hold-violation-count: 0
  worst_slew_pin_slew_ns: 1.23
  final.setup.worst_slack_ns: 34.18
  fin_setup_tns_ns: 0
  drv_slew: 0
  layout_min_cycle_time_ns: 38.72
  rsz0062_at_grt: "no"
  relSlewSlack: 0.178
  setup_viol: 0
  min_period_over_period: 0.531
  max_freq_ghz: 0.0258
worst_setup_path:
  path_delay_family: "adder cells"
  critical_path.cell_chain: "clkdlybuf4s50_1 -> ha_1 -> ha_1 -> ha_1 -> fa_1 -> fa_1 -> ha_1 -> ha_1 -> xnor2_2 -> buf_4 -> buf_4 -> nand2_1 -> nand3_1 -> nand4_1 -> a21oi_1 -> nor3_1 -> a211o_1 -> nor4_1 -> o31a_1 -> a211o_1 -> clkdlybuf4s50_1"
  crit_path_start_kind: "primary input"
  critPathBufInv: 4
  slowest_delay_ns: 1.18
  end_kind: "output pin"
  worstPathRequired_ns: 58.32
  worstPathMaxFanout: 37
  cp_data_arrival_time_ns: 24.14
  slowest_stage: "nand4_1"
  critPathMostFrequentCell: "ha_1"
  worstSetupPathType: "in -> out"
grt:
  overflow: 0
  antenna_found_initial: 113
  grt_max_degree: 53
  grt_pass1_wl_um: 255000
  grt_usage: 0.104
  grt_pass1_vias: 21861
placed_design:
  place_ws_ns: 33.54
  dp.cells: 7534
  place_congestion: 0.954
  dp_hpwl_um: 189000
  portBuffers: 1613
floorplanning:
  die_h_um: 625
  row_count: 222
  dieArea_mm2: 0.391
  core-area_mm2: 0.365
  ios: 1613
  fp_util: 0.0394
  die_w_um: 625
cts:
  postCtsHoldBufs: 0
  cts_setup_buffers: 0
  cts_resized: 0
run:
  drv_cap: 0
  openroad.warnings: 34
min_path:
  hold_path.class: "in -> out"
status:
  status: "finished clean"
==> tightest hold or removal path, stage by stage <==
cell	delay, ns
clkdlybuf4s50_1	0.53
o21a_1	0.19
ha_1	0.22
a211oi_2	0.06
buf_4	0.17
o31a_1	0.14
a211o_1	0.37
clkdlybuf4s50_1	0.66
==> cell usage after synthesis, drive strengths merged (6+ instances only) <==
library cell and count:
a2111oi 10, a211oi 6, a21oi 24, a221oi 11, a22o 8, a22oi 22, a31oi 10, a32oi 13
buf 98, clkbuf 48, fa 6, ha 47, inv 12, mux2i 35, mux4 428, nand2 161
nand2b 9, nand3 48, nand4 17, nor2 25, nor2b 7, nor3 21, nor4 7, o21ai 13
xnor2 8
==> power groups by stage <==
| stage | Combinational, mW | Sequential, mW | Clock, mW |
|---|---|---|---|
| 5_1_grt | 1.34 | 0 | 0.00000000566 |
| 4_1_cts | 1.33 | 0 | 0 |
==> final cells by class <==
cell class / instances / share of cell area
repair buffers: 1703 / 0.458
multi-input cells: 1003 / 0.375
well taps: 4816 / 0.164
diodes: 25 / 0.00170
inverters: 12 / 0.00129
==> kinds of logic after synthesis <==
| group | count (synthesis) | share of synthesized area |
|---|---|---|
| mux | 464 | 0.700 |
| simple gates | 316 | 0.100 |
| buf+inv | 158 | 0.0603 |
| compound gates | 157 | 0.0822 |
| fa+ha+maj | 53 | 0.0492 |
| xor+xnor | 13 | 0.00791 |
==> worst paths after layout <==
| path | start | to | depth (start not counted) |
|---|---|---|---|
| max | k[1] | out | 21 |
| min | k[5] | out | 8 |
==> stage by stage <==
stage	hold WS (ns)	power, mW	cell area (um^2)	utilization
after floorplan	29.80	0.493	14400	-
after global placement	31.69	1.33	36700	0.101
after detailed placement	31.67	1.33	36700	0.101
after CTS	31.68	1.33	36700	0.101
after global routing	31.75	1.34	36700	0.101
final	31.51	1.20	36800	0.101
==> layer usage <==
| layer | GRT usage | wire length [um] | vias up |
|---|---|---|---|
| met5 | 0 | 226 | - |
| met4 | 0.00603 | 1840 | 36 |
| met3 | 0.0262 | 14600 | 151 |
| li1 | - | - | 8348 |
| met1 | 0.132 | 85100 | 9936 |
| met2 | 0.186 | 107000 | 1142 |
Power figures rest on the tool's default switching activity, not on a simulated workload.
