==> /design/flow/design.v <==
module CU (clk, rst, start, sel, ld, totalReady, ready, read);
    input clk,rst,start;
	output reg sel,ld,totalReady,ready,read;
	wire co;
	reg[2:0] ps,ns;
	parameter [2:0]Idle=0,Init=1,Load=2,Calc=3,Ready=4;
    reg[5:0]count;
    reg counter_rst, inc_counter;
	always@(ps,co,start)begin
		ns=Idle;
		case(ps)
			Idle: ns=(start)?Init:Idle;
			Init: ns=Load;
			Load: ns=Calc;
			Calc: ns=Ready;
			Ready: ns=(co)?Idle:Load;
		endcase
	end
	always@(ps,co,start)begin
		{sel,ld,totalReady,ready,read}=5'd0;
		case(ps)
			Idle:begin
				totalReady=1'b1;
			end
			Init:begin
				counter_rst=1'b1;
				sel=1'b0;
			end
			Load:begin
				ld=1'b1;
				read=1'b1;
			end
			Calc:begin
				sel=1'b1;
				ld=1'b1;
			end
			Ready:begin
				ready=1'b1;
				sel=1'b0;
			end
		endcase
	end
	always @(posedge clk , posedge rst) begin
		if(rst) begin
			ps <= Idle;
		end else begin
			ps <= ns;
		end
	end
    always @(posedge clk , posedge rst) begin
        if (rst) begin
            count<=6'b0;
        end
        else
            if(counter_rst) count<=6'b0;
            else if(inc_counter) count<=count+1;
    end
    assign co=&count;
endmodule
module Multiplexer25bit2to1 (a0, a1, sel, w);
    input [24:0]a0,a1;
    input sel;
    output [24:0]w;
	assign w = ~sel ? a0:a1;
endmodule
module Register (clk,rst,ld, PI, PO);
    input clk, rst, ld;
    input[24:0]PI;
    output reg[24:0]PO;
	always @(posedge clk , posedge rst) begin
		if(rst)
			PO <= 24'd0;
		else begin
			if(ld==1'b1) PO<=PI;
		end
	end
endmodule
module Mapper(in, out);
    input [24:0]in;
    output [24:0]out;
    parameter N = 5;
    genvar i;
    genvar j;
    generate
        for (i=0;i<N;i=i+1)begin
          for (j=0;j<N;j=j+1)begin
            assign out[(((j+2)%5))+(((((2*i)+(3*j))%5)+2)%5)*5]=in[((j+2)%5)*5+((i+2)%5)];
          end
        end
    endgenerate
endmodule
module DP(in, clk, rst, sel, load , out);
    input [24:0]in;
    input clk, rst, sel, load;
    output [24:0]out;
    wire[24:0]registerIn, maperOut, registerOut;
    Multiplexer25bit2to1 mux(.a0(in),.a1(maperOut),.sel(sel),.w(registerIn));
    Mapper mapper(.in(registerOut),.out(maperOut));
    Register register(.clk(clk),.rst(rst),.ld(load),.PI(registerIn),.PO(registerOut));
    assign out =registerOut;
endmodule
module Permutation (in, clk, rst, start, totalReady, ready, read, out);
    input [24:0]in;
    input clk,rst,start;
    output totalReady,ready,read;
    output [24:0]out;
    wire load,sel;
    CU cu(.clk(clk),.rst(rst),.start(start),.sel(sel),.ld(load),
            .totalReady(totalReady),.ready(ready),.read(read));
    DP dp(.in(in), .clk(clk), .rst(rst), .sel(sel), .load(load) , .out(out));
endmodule
==> /design/flow/run.sh <==
#!/bin/bash
# OpenROAD 26Q1-2900-gdf79404cd8, Yosys 0.63+post, stock flow scripts
make -C /OpenROAD-flow-scripts/flow DESIGN_CONFIG=/design/flow/config.mk WORK_HOME=/design/flow/orfs finish
==> /design/flow/config.mk <==
export PLATFORM = sky130hd
export DESIGN_NAME = Permutation
export DESIGN_NICKNAME = Permutation
export VERILOG_FILES = /design/flow/design.v
export SDC_FILE = /design/flow/constraint.sdc
export NUM_CORES = 4
export LEC_CHECK = 1
export CORE_UTILIZATION = 30
==> /design/flow/constraint.sdc <==
current_design Permutation

set clk_period 3.0
set clk_io_pct 0.2

create_clock -name clk0 -period $clk_period [get_ports {clk}]

set non_clock_inputs [all_inputs -no_clocks]
set_input_delay [expr $clk_period * $clk_io_pct] -clock clk0 $non_clock_inputs
set_output_delay [expr $clk_period * $clk_io_pct] -clock clk0 [all_outputs]
==> reports/metrics.csv <==
metric,value,unit
mapped cell area,1356,um2
filler instances,386,
total iterations of the first detailed-routing run,4,
outcome,"finished, final reports clean",
setup bufs post-CTS,0,
Final Hold Viols,0,
vias,998,
cells in synth_stat.txt,116,
final slew viol count,0,
I/O pin total,56,
cycle use final,62.40,%
Die Span X,69.24,um
Tool Warnings,25,
YS chip area,1356,um2
"flops & latches, synth",30,
critical path type,flip-flop to output pin,
Tot Pwr,839.6,uW
Worst Clk Skew,3.457,ps
floorplan utilization,31.15,%
die height,69.24,um
setup violators final,0,
crit path to,totalReady,
gate count of the mapped netlist,116,
Achievable Freq,534.2,MHz
Area Growth Syn to Fin,48.62,%
vias in the first global route,1034,
largest net degree at the start of global routing,29,
first-pass GRT wire length,4.899,mm
Slew headroom,69.03,%
cts bufs inserted,5,
most frequent logic cell in the layout,clkdlybuf4s50_1,
Critical Path Max Stage Delay,530,ps
Buffers & Inverters on Critical Path,1,
Setup TNS,0,ps
r2r startpoint,cu.ps[2],
CTS tree,done,
R2R setup slack,1610,ps
maximum VDD drop,0.2267,mV
reg2reg end,dp.register.PO[12],
synthesized area per cell,11.69,um2
number of diodes,0,
"Hold-fix buffers, CTS",0,
"Reg clk slew, reported paths",60,ps
drt drc,0,
Ys Warns,3,
DRT antenna net count,0,
Unique cell types,15,
Hold Path Class,flip-flop to flip-flop,
fin crit period,1872,ps
RSZ-0062 raised after global routing,false,
Max clock buf depth,2,
Latency at later pin,280,ps
worst-case reg-to-reg path depth,3,
Worst Max-Slew Pin Slew,464.0,ps
# rows,24,
Crit Path Max Fanout,3,
initial DRC count,21,
slowest cell on the critical path,dfstp_2,
hold path depth,1,
GR Overflow Total,0,
P_leak,0.7051,nW
critical-path cell list,clkdlybuf4s50_1,
Hold WS,453.3,ps
clk sink count,30,
Worst Path Arrival,1270,ps
initial antenna violation count,0,
most numerous logic cells after layout,"clkdlybuf4s50_1, dfrtp_1, mux2i_1, nand2_1, o21ai_1",
Max H-tree Level,2,
final wirelength,2.776,mm
Setup crit start,cu.ps[0],
layout cells sized above 1,9.714,%
CP Depth,1,
root buf cell,clkbuf_8,
drt wl/cell,12.23,um
crit path DRT,2400,ps
Die ar.,4794,um2
overall routing resource usage,12.86,%
post_cts resized,0,
"Seq share, synth",55.44,%
RePlAce Congestion,0.7492,
core area,4354,um2
max cap viols,0,
cell family with most CP delay,flip-flops,
number of port buffers,55,
HPWL Detailed,1.986,mm
critical path launch point type,flip-flop,
DR vias/cell,4.396,
power density cells,416.5,nW/um2
CP Capture Type,output pin,
-- synthesized netlist by cell type, drive strengths merged --
library cell / count / area share (%)
dfrtp: 29 / 54
mux2i: 24 / 18
nand2: 24 / 6.6
o21ai: 24 / 9.4
buf: 8 / 7.0
nor2b: 2 / 1.5
and2: 1 / 0.46
dfstp: 1 / 1.9
inv: 1 / 0.28
mux2: 1 / 1.1
or2: 1 / 0.46
-- flip-flops by register name, summed over array words and instances, names as in the netlist --
register / count
cu.ps: 5
dp.register.PO: 25
-- metrics by stage --
stage	cells	instance area, um2	util, %	worst slack (ps)
final	227	2016	46.29	1128
after detailed placement	219	1907	43.79	1352
after floorplan	116	1356	-	1768
after global placement	219	1907	43.79	1371
after CTS	227	2016	46.29	1117
after global routing	227	2016	46.29	1087
-- final cells by class --
cell class                 count  area, um2  share of cell area [%]
sequential                    30      752.0                   37.31
timing repair buffer          59      580.6                   28.80
multi-input combinational     77      505.5                   25.08
clock buffer                   5      68.82                   3.414
tap                           52      65.06                   3.228
clock inverter                 3      40.04                   1.986
inverter                       1      3.754                  0.1862
-- per-layer routing --
metal  vias to the layer above  track usage, %  wire [um]
li1                        507               -          -
met5                         -               0          0
met4                         0           1.814         50
met1                       445           18.62       1277
met3                         7           4.720        212
met2                        39           19.63       1236
-- cell families (layout without fill, tap and decap cells) --
logic type / Yosys count / count (layout) / synth area share [%]
AND/OR/NAND/NOR: 28 / 28 / 9.042
flip-flops: 30 / 30 / 55.44
multiplexers: 25 / 25 / 18.82
buffers and inverters: 9 / 68 / 7.287
AND-OR/OR-AND: 24 / 24 / 9.410
-- worst min-delay path by stage --
stage     startpoint       end  slack (ps)
5_1_grt     cu.ps[3]  cu.ps[2]         480
4_1_cts     cu.ps[3]  cu.ps[2]         460
6_report    cu.ps[3]  cu.ps[2]         450
-- where the power goes --
| group | internal (mW) | switching (mW) |
|---|---|---|
| logic | 0.0321 | 0.0127 |
| clock network | 0.244 | 0.146 |
| registers | 0.405 | 0 |
Power is estimated from default activity; no workload was simulated.
