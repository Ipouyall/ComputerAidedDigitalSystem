$ cat /design/flow/design.v
module complement2 (in, out);
    parameter N = 6;
    input [N-1:0] in;
    output [N-1:0] out;
    assign out = (~in) + 1;
endmodule
module modulo64 (load_val, ld, cnt, rst, clk, co, content);
    input ld, cnt, rst, clk;
    input [5:0] load_val;
    output co;
    output reg [5:0] content;
    always@(posedge clk or posedge rst) begin
        if (rst)
            content <= 6'd0;
        else if (ld)
            content <= load_val;
        else if(cnt)
            if (co)
                content <= 6'd0;
            else
                content <= content + 1;
    end
    assign co = content == 6'd63;
endmodule
module modulo25 (load_val, ld, cnt, rst, clk, co, content);
    input ld, cnt, rst, clk;
    input [4:0] load_val;
    output co;
    output reg [4:0] content;
    always@(posedge clk or posedge rst) begin
        if (rst)
            content <= 5'd0;
        else if (ld)
            content <= load_val;
        else if(cnt)
            if (co)
                content <= 5'd0;
            else
                content <= content + 1;
    end
    assign co = content == 5'd24;
endmodule
module RotateRoM (
    clk, lane_num, value
);
    input clk;
    input [4:0] lane_num;
    output reg [5:0] value;
    always @(clk, lane_num) begin
        case(lane_num)
            5'd0: value = 6'd21;
            5'd1: value = 6'd8;
            5'd2: value = 6'd41;
            5'd3: value = 6'd45;
            5'd4: value = 6'd15;
            5'd5: value = 6'd56;
            5'd6: value = 6'd14;
            5'd7: value = 6'd18;
            5'd8: value = 6'd2;
            5'd9: value = 6'd61;
            5'd10: value = 6'd28;
            5'd11: value = 6'd27;
            5'd12: value = 6'd0;
            5'd13: value = 6'd1;
            5'd14: value = 6'd62;
            5'd15: value = 6'd55;
            5'd16: value = 6'd20;
            5'd17: value = 6'd36;
            5'd18: value = 6'd44;
            5'd19: value = 6'd6;
            5'd20: value = 6'd25;
            5'd21: value = 6'd39;
            5'd22: value = 6'd3;
            5'd23: value = 6'd10;
            5'd24: value = 6'd43;
            default: value = 6'd0;
        endcase
    end
endmodule
module rotator (lane, l_n, shift, r_ld, c_ld, cnt, rst, clk, co, rotated);
    input [63:0]lane;
    input [4:0]l_n;
    input shift, r_ld, c_ld, cnt, rst, clk;
    output co;
    output[63:0] rotated;
    wire [5:0] rot_value, rot_needed;
    wire [5:0] modulo_value;
    RotateRoM rr(clk, l_n, rot_value);
    complement2 c2(rot_value, rot_needed);
    modulo64 m64(rot_needed, c_ld, cnt, rst, clk, co, modulo_value);
    wire shift_in, shift_out;
    wire [63:0] content;
    ShiftLeftRegister64 srg(lane, r_ld, rst, clk, shift, shift_in, content, shift_out);
    assign shift_in = shift_out;
    assign rotated = content;
endmodule
module ShiftLeftRegister64(in_val, ld, rst, clk, shift, shift_in, content, shift_out);
    parameter N = 64;
    input [N-1:0] in_val;
    input ld, rst, clk, shift, shift_in;
    output reg [N-1:0] content;
    output shift_out;
    always @(posedge clk or posedge rst) begin
        if (rst)
            content <= {N{1'b0}};
        else if (ld)
            content <= in_val;
        else if (shift)
            content <= {shift_in, content[N-1:1]};
    end
    assign shift_out = content[0];
endmodule
$ cat /design/flow/run.sh
#!/bin/bash
# OpenROAD 26Q1-2900-gdf79404cd8, Yosys 0.63+post, stock flow scripts
make -C /OpenROAD-flow-scripts/flow DESIGN_CONFIG=/design/flow/config.mk WORK_HOME=/design/flow/orfs finish
$ cat /design/flow/config.mk
export PLATFORM = sky130hd
export DESIGN_NAME = rotator
export DESIGN_NICKNAME = rotator
export VERILOG_FILES = /design/flow/design.v
export SDC_FILE = /design/flow/constraint.sdc
export NUM_CORES = 4
export LEC_CHECK = 1
export CORE_UTILIZATION = 30
$ cat /design/flow/constraint.sdc
current_design rotator

set clk_period 1.4
set clk_io_pct 0.2

create_clock -name clk0 -period $clk_period [get_ports {clk}]

set non_clock_inputs [all_inputs -no_clocks]
set_input_delay [expr $clk_period * $clk_io_pct] -clock clk0 $non_clock_inputs
set_output_delay [expr $clk_period * $clk_io_pct] -clock clk0 [all_outputs]
==> git commit body <==
Refresh implementation metrics

* Total CTS buffers: 9
- Once detailed placement completed, the half-perimeter wirelength came to 7240 µm.
- Final non-filler cell total: 777
- Per-cell routed wire length: 13.4 µm
- Clock slew seen by the registers of the worst setup and hold paths: 0.06 ns
- Measured slew at the worst slew-check pin: 0.346 ns
* Die span in x: 114 µm
- The post-synth count of flops with an enable pin is 0.
* Top cells by area: sky130_fd_sc_hd__dfrtp_1 47%, sky130_fd_sc_hd__mux2i_1 18%, sky130_fd_sc_hd__o21ai_0 9.8%
* Library cell with the largest summed area after synthesis: sky130_fd_sc_hd__dfrtp_1
* GRT Overall Usage: 17.0%
- Critical Path Stages: 9
- Entering global routing, the biggest net connects 83 pins.
- Latency at later pin: 0.33 ns
- Before any placement, the netlist area is recorded as 3770 µm².
- Drt pass-1 iters: 4
- The clock tree has to reach 70 sinks.
- The path class of the tightest hold or removal check is in2async.
- Per the timing report, the most critical flop-to-flop path finishes at m64.content[3].
- The switching portion of total power comes to 24.5%.
- Overall power consumption: 6.53 mW
* Leakage component of the power: 3.10 nW
* Shortest clock period the worst path allows after layout: 1.61 ns
* Count of endpoints failing setup in the final report: 5
- Post-synthesis sequential area ratio: 46.5%
- Sorting the synthesis cell report by count puts at the top sky130_fd_sc_hd__o21ai_0.
- Ports: 140
* Element type at the critical path start: input pin
- Counting pins that exceed their max-slew limit in the final report gives 0.
- The netlist uses 44 different library cells.
- Cell at the root of the clock tree: sky130_fd_sc_hd__clkbuf_16
* CP arrival: 1.86 ns
- Summing over the stages, the warning tally comes to 34.
- Yosys reported that registers with async set or reset make up 100%.
* Achievable clock frequency: 0.619 GHz
- Counting the warning lines in the Yosys log gives 3.
- Share of the synthesized area in the top cell type: 46.5%
- The cell count after synthesis came out at 380.
* Failing checks: negative setup slack
- Detailed-route iteration 0 reported a violation count of 172.
* Vias in the first global route: 3490
- Share of the cycle needed by the critical path after routing: 115%
- The chip occupies 13000 µm².
- Antenna violations before repair: 1
- Share of power burned in registers: 36.3%
- Nets still carrying antenna violations after routing amount to 0.
* Proportion of power drawn by combinational gates: 26.0%
* Area growth from synthesis to final layout: 71.0%
* Cell Rows: 40
* Y dimension of the die: 114 µm
* # H-tree levels: 3
* Largest vdd supply drop: 0.626 mV
* Placeable Area: 12100 µm²
- Commonest register cell after synthesis: sky130_fd_sc_hd__dfrtp_1
* Average footprint of a synthesized cell: 9.91 µm²
- Init Core Util: 31.1%
* Crit. End Element: flop
- Per the GRT congestion report, total overflow comes to 0.
- Final worst slack: -0.214 ns
* CTS tree: yes
* First-pass GRT wire length: 17300 µm
* Total via count after detailed routing: 3535
- Largest fanout on the critical path: 5
* Count of maximum capacitance violations: 0
- Fraction of layout cells with a size suffix above 1: 24.7%
- Switching power summed over all nets: 1.60 mW
- Crit-path cells: buf_12 -> ha_4 -> or2b_1 -> mux4_2 -> ha_4 -> buf_6 -> buf_6 -> xnor2_2 -> o21ai_1
- For this design, the CTS-stage hold fixing added 0 buffers.
- Counting endpoints that fail hold in the final report gives 0.
- OpenSTA lists the critical path endpoint as m64.content[2].
- Final estimated routing congestion in global placement: 0.835
- Counting along the longest clock path gives a buffer depth of 2.
- CP bufs+invs: 3
* Remaining max-slew budget at the tightest pin: 76.9%
- Per the STA report, the cell with the highest stage delay on the worst path is sky130_fd_sc_hd__mux4_2.
- Setup repair after global routing missed its margin: yes
* Via/cell ratio: 4.55
- Cell count after placement: 698
- Of the total power, the clock network draws 37.7%.
- The placement report lists the number of port buffers as 139.
- Start point of the critical path: l_n[1]
- Cell area power density: 1010 nW/µm²
- Post-synthesis register bit count: 70
- The worst register-to-register path has a setup slack of -0.02 ns.
- Internal portion of total power: 4.93 mW
- The critical path in this run is classified as in2reg.
* Source of the worst register-to-register timing path: m64.content[3]
- The number of cells on the worst reg-to-reg path is 5.
* Slowest cell delay on critical path: 0.49 ns
* Total negative setup slack: -0.754 ns
- In the post-route report, total wirelength is listed as 10400 µm.
- Largest clock skew in the final design: 0.00571 ns
* Chip area estimate from yosys synthesis: 3770 µm²
- The script parses the final routing iteration and logs DRC violations as 0.
* Required time of the worst setup path: 1.65 ns
- Run status: complete, but fails checks
* Cell family with the largest share of critical-path delay: multiplexers
- Ys cells: 380
- The commonest cells after synthesis are 74 x sky130_fd_sc_hd__o21ai_0, 73 x sky130_fd_sc_hd__nand2_1, 70 x sky130_fd_sc_hd__dfrtp_1.
-- cell usage in the layout, fill, tap and decap left out, types with 2 or more instances in the layout --
master	netlist	final
sky130_fd_sc_hd__buf_6	1	4
sky130_fd_sc_hd__clkbuf_16	0	9
sky130_fd_sc_hd__nor2b_1	5	5
sky130_fd_sc_hd__xnor2_1	3	2
sky130_fd_sc_hd__clkinvlp_4	0	2
sky130_fd_sc_hd__inv_6	0	3
sky130_fd_sc_hd__dlygate4sd2_1	0	65
sky130_fd_sc_hd__and3_4	0	2
sky130_fd_sc_hd__nand2b_1	3	3
sky130_fd_sc_hd__nand2_1	73	72
sky130_fd_sc_hd__o21ai_0	74	70
sky130_fd_sc_hd__nand4_1	2	2
sky130_fd_sc_hd__o21ai_1	0	3
sky130_fd_sc_hd__buf_4	2	93
sky130_fd_sc_hd__buf_12	0	8
sky130_fd_sc_hd__clkdlybuf4s50_1	0	67
sky130_fd_sc_hd__inv_1	6	2
sky130_fd_sc_hd__ha_4	0	3
sky130_fd_sc_hd__a21oi_1	6	5
sky130_fd_sc_hd__ha_1	9	4
sky130_fd_sc_hd__ha_2	0	2
sky130_fd_sc_hd__bufinv_16	0	2
sky130_fd_sc_hd__mux2i_1	67	67
sky130_fd_sc_hd__dfrtp_1	70	69
sky130_fd_sc_hd__nor2_1	3	3
sky130_fd_sc_hd__nor3b_1	3	3
sky130_fd_sc_hd__mux4_2	1	2
sky130_fd_sc_hd__buf_2	8	2
-- timing repair --
item / CTS / global route
setup endpoints to repair: 71 / 7
buffers inserted: 62 / 1
cloned: 0 / 0
pin swaps: 8 / 6
gates resized: 91 / 18
-- metal layers --
metal  GRT usage [%]  part of all wire [%]  up-vias
met5               0                     0        -
met4            2.08                   1.1        0
met3            3.52                   6.1       10
met2            25.3                    44       97
met1            27.0                    49     1646
li1                -                     -     1782
-- tightest hold or removal path: cells and delay by family --
kind	cells	cell delay, ns
buffers and inverters	3	0.81
-- per-stage QoR --
stage          util (%)  setup slack [ns]  hold WS (ns)  area (µm²)
5_1_grt            53.2            -0.248         0.408        6440
4_1_cts            52.9            -0.371         0.387        6400
2_1_floorplan         -            -0.410         0.397        3830
3_5_place_dp       46.8             -1.12         0.585        5670
6_report           53.2            -0.214         0.385        6440
3_3_place_gp       46.8             -1.10         0.580        5670
-- how the worst min path moves through the flow --
stage     start         endpoint  slack [ns]  cells after the start
4_1_cts     rst   srg.content[5]        0.39                      3
5_1_grt   shift   srg.content[2]        0.41                      3
6_report    rst  srg.content[61]        0.38                      3
-- state kept, by name, summed over array words and instances, names as in the netlist --
register	count
m64.content	6
srg.content	64
-- cells by family (layout without fill, tap and decap cells) --
kind of cell / after synthesis / in the layout / synth area share [%]
AOI/OAI and AO/OA: 92 / 92 / 13.9
buffers and inverters: 34 / 262 / 4.05
other: 0 / 1 / 0
xor gates and xnor gates: 4 / 4 / 0.930
DFF: 70 / 70 / 46.5
and+or+nand+nor: 101 / 101 / 12.1
adders and majority gates: 9 / 9 / 2.99
muxes: 70 / 70 / 19.5
-- power groups by stage --
stage	combinational, mW	clock (mW)	sequential (mW)
after CTS	1.68	2.53	2.37
after global routing	1.88	2.63	2.40
final	1.70	2.46	2.37
-- cell type report --
| cell class | count | area (µm²) |
|---|---|---|
| Multi-Input combinational cell | 276 | 1960 |
| Clock buffer | 11 | 243 |
| Inverter | 6 | 36.3 |
| Timing Repair Buffer | 240 | 2160 |
| Fill cell | 1070 | 5670 |
| Antenna cell | 1 | 2.50 |
| Clock inverter | 5 | 81.3 |
| Sequential cell | 70 | 1750 |
| Tap cell | 168 | 210 |
Power and IR drop assume default switching activity.
